==> flow/design.v <==
module wiggle (clk, rstn, led, gpio);
input clk, rstn;
output [7:0] led;
output [23:0] gpio;
reg [23:0] count;
reg [7:0] sreg;
reg shift;
wire rstn;
wire [7:0] led;
wire [23:0] gpio;
assign rst = ~rstn;
always @(posedge clk or posedge rst)
begin
	if (rst)
		count <= 0;
	else
		count <= count + 1;
end
always @(posedge clk or posedge rst)
begin
	if (rst)
		shift <= 0;
	else if (count == 3)
		shift <= 1;
	else
		shift <= 0;
end
always @(posedge clk or posedge rst)
begin
	if (rst) begin
		sreg <= 8'b1111_1110;
	end else if (shift == 1) begin
		sreg <= sreg << 1;
		sreg[0] <= sreg[7];
	end
end
assign led = sreg;
assign gpio = count;
endmodule
==> flow/run.sh <==
#!/bin/bash
# OpenROAD 26Q1-2900-gdf79404cd8, Yosys 0.63+post, stock flow scripts
make -C /OpenROAD-flow-scripts/flow DESIGN_CONFIG=/design/flow/config.mk WORK_HOME=/design/flow/orfs finish
==> flow/config.mk <==
export PLATFORM = sky130hd
export DESIGN_NAME = wiggle
export DESIGN_NICKNAME = wiggle
export VERILOG_FILES = /design/flow/design.v
export SDC_FILE = /design/flow/constraint.sdc
export NUM_CORES = 4
export LEC_CHECK = 1
export CORE_AREA = 10 10 109 109
export DIE_AREA = 0 0 119 119
==> flow/constraint.sdc <==
current_design wiggle

set clk_period 5.4
set clk_io_pct 0.2

create_clock -name clk0 -period $clk_period [get_ports {clk}]

set non_clock_inputs [all_inputs -no_clocks]
set_input_delay [expr $clk_period * $clk_io_pct] -clock clk0 $non_clock_inputs
set_output_delay [expr $clk_period * $clk_io_pct] -clock clk0 [all_outputs]
==> results.yml <==
# flow metrics
power_and_ir_drop:
  p_switching_uw: 88.4
  pwr-share-comb_pct: 1.3
  p_leak_nw: 0.815
  pwr-share-clk_pct: 40.6
  p_sw_share_pct: 20.7
  seq_power_share_pct: 58.1
  ir_drop_mv: 0.0648
  power_density_nw_per_um2: 208
  p_int_uw: 338
synth:
  ys_chip_area_sq_um: 1480
  syn_inst: 119
  synth_flops: 33
  avgSynthCellArea_sq_um: 12.4
  synth_seq_share_pct: 56.4
  area_leaders: "dfrtp_1 (44%), dfstp_2 (12%), xnor2_1 (11%)"
  top_area_share_pct: 44.0
  ys_cells: 119
  ys.warnings.count: 2
  netlist_area_sq_um: 1480
  synth_cell_types: 22
  top_area_cell: "dfrtp_1"
worst_setup_path:
  endpoint_kind: "output pin"
  cp.required_ps: 4320
  crit_type: "reg2out"
  critical-path-top-delay-family: "buffers and inverters"
  slowest_delay_ps: 550
  crit_path_start_kind: "register"
  slowest_stage: "clkdlybuf4s50_1"
  cp.arrival_ps: 1350
  crit_chain: "clkdlybuf4s50_1"
  crit_path_max_fanout: 8
  crit_buf_inv: 1
global_routing:
  grt_max_degree: 34
  grt_usage_pct: 4.90
  grt-ovfl-total: 0
  antenna_found_initial: 0
  grt_pass1_wl_um: 5620
  grt_pass1_vias: 1001
sta:
  max_slew_margin_pct: 69.4
  final_hold_viol_count: 0
  rsz0062_at_grt: "false"
  finalClockPeriodUsage_pct: 44.9
  worst_slew_pin_slew_ps: 456
  setup_viol: 0
  drv_slew: 0
  period_needed_ps: 2430
  fin_skew_ps: 2.25
  finalSetupTns_ps: 0
  clock.fmax_mhz: 412
placed_design:
  dp_hpwl_um: 2690
  routabilityCongestion: 0.789
  dpl_cell_area_sq_um: 1970
  port_buffers: 33
clock_tree:
  clk_pin_slew_worst_paths_ps: 60
  cts_tree: "built"
  clock_path_buffers: 2
  numCtsBuffers: 5
  ctsHtreeMaxLevel: 2
  post_cts_resized: 0
  post_cts_buffers: 0
  holdBufCountCts: 0
  clk_latency_ps: 280
  root_buffer: "clkbuf_8"
  cts.sinks: 33
floorplanning:
  rows: 36
  fp-utilization_pct: 15.4
  chipHeight_um: 119
  die_width_um: 119
  io_pins: 34
  chip_area_sq_um: 14200
  core-area_sq_um: 9640
layout:
  drive_above_1_share_pct: 17.1
  syn_to_final_growth_pct: 38.7
  fin_area_sq_um: 2050
route:
  ant_nets: 0
  drt_iter0_markers: 71
  vias_per_cell: 3.58
  dr.pass1.iters: 4
  drcViolationCount: 0
  diodes: 0
  vias: 1042
  wl_um: 3460
  wl_per_cell_um: 11.9
job:
  warnings: 26
  maxCapViolCount: 0
run_status:
  status: "finished, final reports clean"
worst_hold_path:
  hp-class: "reg2reg"
layout by cell type (no fill, tap or decap), drive strengths merged:
cell type,synthesis,routed
clkdlybuf4s50,0,33
dfrtp,26,26
xnor2,19,19
nand4,12,12
nand3,8,8
nand2,8,8
mux2,8,8
dfstp,7,7
nor4,7,7
clkbuf,1,6
nor2,4,4
nor3,3,3
xor2,3,3
and3,2,2
inv,2,2
and2,2,2
ha,2,2
clkinv,0,2
and4,2,2
nor4b,1,1
buf,2,1
power groups by stage:
stage / sequential, mW / clock, mW / combinational (mW)
after global routing: 0.247 / 0.193 / 0.00695
final: 0.248 / 0.173 / 0.00575
after CTS: 0.247 / 0.182 / 0.00631
worst paths after layout:
check,from,to,slack [ps],cells after the start
min,count[22],count[22],520,1
min in group asynchronous,rstn,count[7],1200,2
min reg2reg,count[22],count[22],520,1
max reg2reg,count[0],count[12],3720,5
max,count[2],gpio[2],2970,1
max in group asynchronous,rstn,sreg[5],3860,2
layout make-up:
class / instances / area (sq um)
Clock buffer: 6 / 72.6
Timing Repair Buffer: 34 / 338
Fill cell: 1030 / 7590
Tap cell: 133 / 166
Clock inverter: 2 / 10.0
Sequential cell: 33 / 835
Multi-Input combinational cell: 81 / 624
Inverter: 2 / 7.51
routing by layer:
layer / GRT usage [%] / share of wire (%) / vias up
met2: 6.57 / 41 / 31
met5: 0 / 0 / -
met3: 2.25 / 8.4 / 8
met4: 0.687 / 1.5 / 0
met1: 7.18 / 49 / 494
li1: - / - / 509
registers in the layout, summed over array words and instances, names as in the netlist:
register / flops
sreg: 8
shift: 1
count: 24
stage by stage:
stage | std cells | power [mW] | setup WS (ps) | hold WS [ps] | utilization, %
floorplan | 119 | 0.252 | 3820 | 446 | -
global placement | 283 | 0.258 | 3280 | 516 | 20.4
detailed placement | 283 | 0.258 | 3260 | 516 | 20.4
CTS | 291 | 0.436 | 2950 | 525 | 21.3
global route | 291 | 0.447 | 2910 | 554 | 21.3
finish | 291 | 0.426 | 2970 | 519 | 21.3
synth_stat cells:
library cell	number
nand4_4	2
and4_1	1
nor2_1	4
nor3_1	3
and2_1	2
and3_1	2
dfstp_2	7
dfrtp_1	26
ha_1	2
and4_2	1
mux2_2	8
nand3_1	8
clkbuf_1	1
nor4b_1	1
nor4_1	6
xor2_1	3
nand2_1	8
inv_1	2
nor4_4	1
buf_2	2
xnor2_1	19
nand4_1	10
cell families after synthesis:
| group | synth area share [%] |
|---|---|
| and+or+nand+nor | 21.4 |
| DFF | 56.4 |
| xor gates and xnor gates | 13.0 |
| muxes | 6.09 |
| buffers and inverters | 1.44 |
| adders and majority gates | 1.69 |
No activity file was given, so power comes from the tool's default toggle rates.
