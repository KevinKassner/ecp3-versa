## flow/design.v

```verilog
module pcie_x1 (clk, rstn, led, gpio);
input clk, rstn;
output [7:0] led;
output [23:0] gpio;
reg [23:0] count;
reg [7:0] sreg;
reg shift;
wire rstn;
wire [7:0] led;
wire [23:0] gpio;
assign rst = ~rstn;
always @(posedge clk or posedge rst)
begin
	if (rst)
		count <= 0;
	else
		count <= count + 1;
end
always @(posedge clk or posedge rst)
begin
	if (rst)
		shift <= 0;
	else if (count == 3)
		shift <= 1;
	else
		shift <= 0;
end
always @(posedge clk or posedge rst)
begin
	if (rst) begin
		sreg <= 8'b1111_1110;
	end else if (shift == 1) begin
		sreg <= sreg << 1;
		sreg[0] <= sreg[7];
	end
end
assign led = sreg;
assign gpio = count;
endmodule
```

## flow/run.sh

```bash
#!/bin/bash
# OpenROAD 26Q1-2900-gdf79404cd8, Yosys 0.63+post, stock flow scripts
make -C /OpenROAD-flow-scripts/flow DESIGN_CONFIG=/design/flow/config.mk WORK_HOME=/design/flow/orfs finish
```

## flow/config.mk

```make
export PLATFORM = sky130hd
export DESIGN_NAME = pcie_x1
export DESIGN_NICKNAME = pcie_x1
export VERILOG_FILES = /design/flow/design.v
export SDC_FILE = /design/flow/constraint.sdc
export NUM_CORES = 4
export LEC_CHECK = 1
export CORE_UTILIZATION = 30
```

## flow/constraint.sdc

```tcl
current_design pcie_x1

set clk_period 5.4
set clk_io_pct 0.2

create_clock -name clk0 -period $clk_period [get_ports {clk}]

set non_clock_inputs [all_inputs -no_clocks]
set_input_delay [expr $clk_period * $clk_io_pct] -clock clk0 $non_clock_inputs
set_output_delay [expr $clk_period * $clk_io_pct] -clock clk0 [all_outputs]
```

==> results.txt <==
run results: first-pass GRT wire length 4.91 mm, CP Data Arrival Time 1320 ps, max-slew violation count 0, worst slew pin tran 417 ps, Tightest Hold Check Type reg -> reg, crit path max fanout 9, Synth flops 33, gr usage total 0.124, yosys stat area 1480 sq um, Yosys warning total 2, dominant register cell dfrtp_1, and-or/or-and share of the synthesized area 0, P&R area growth vs syn 34.4%, Mux area share 0.0609, fa+ha+maj area frac 0.0169, Yosys cell types 22, setup_tns 0 ps, ys cells 119, clk_skew 3.08 ps, status finished clean, DP HPWL 2.03 mm, Area contributors post-synth dfrtp_1 (44%), dfstp_2 (12%), xnor2_1 (11%), mux2_2 (6.1%), nand4_1 (4.2%), Crit. End Element primary output, antenna violations before repair 0, dpl cells 217, CP delay by family, top buffers and inverters, final worst path period need 2400 ps, final setup vio count 0, Placement Cell Area 1890 sq um, GP Congestion 0.795, vias per cell 4.66, Leak 0.824 nW, CTS tree done, max incr delay on CP 530 ps, total number of vias 1049, clk slew on worst S/H paths 70 ps, worst IR drop on VDD 0.000124 V, Clock Root Buffer clkbuf_8, Port Buffer Count 33, Core Region 4720 sq um, mapped cell area 1480 sq um, Slew HR 0.720, worst setup margin 3000 ps, DRC 0, drt total wl 2.85 mm, CP Cell Sequence clkdlybuf4s50_1, Basic Gates by Area 0.214, largest area contributor in the netlist dfrtp_1, ant diodes 0, Post-CTS Repair Setup Buffers 0, drt first pass iters 4, post-synthesis sequential area ratio 0.564, WP buf/inv 1, Num CTS Buffers 5, Final ANT Viol Nets 0, chip area 5220 sq um, post-route cell area 1990 sq um, Sequential cell area 835 sq um, number of global-route vias before repair 1001, Latency at later pin 280 ps, kind of critical path reg -> out, Power per Cell Area 229 nW/um^2, CP max stage cell clkdlybuf4s50_1, PostCTS Resize Cnt 0, Final Power 0.455 mW, Cells after Synth 119, Syn Area/Cell 12.4 sq um, WL/cell 12.7 um, ys async rst share 1.00, Required @ worst endpoint 4320 ps, grt total ovfl 0, dpl ws 3300 ps, Log Warnings 26, xor/xnor share 0.130, max-cap violations 0, RSZ-0062 raised after global routing no, FP Rows 25, Largest type area fraction 0.440, Fmax 417 MHz, H-Tree Depth 2, Vert. Die Dim 72.2 um, share of post-route cells with drive strength above 1 0.177, Comb area 624 sq um, fin crit share 0.444, Starting DRT DRC Count 36, DIE WIDTH 72.2 um, Worst setup SP type register, CTS sink cnt 33, post-route insts no fill 225, Final Hold Fails 0, EDFF count, synth 0, Init Core Util 0.313, boundary pin count 34, maximum buffer depth of the clock tree 2, largest net degree at the start of global routing 34, Synth logic family simple AND/OR/NAND/NOR gates, Fillers 442, Hold Buf Count CTS 0
## cells by family (layout without fill, tap and decap cells)
kind of cell               Yosys count  count (layout)
adders and majority gates            2               2
DFF                                 33              33
and+or+nand+nor                     49              49
xor gates and xnor gates            22              22
muxes                                8               8
buffers and inverters                5              44
## synthesized netlist by cell type, types with 2 or more instances
| master | n |
|---|---|
| nand2_1 | 8 |
| nor2_1 | 4 |
| and2_1 | 2 |
| dfstp_2 | 7 |
| nand3_1 | 8 |
| ha_1 | 2 |
| xnor2_1 | 19 |
| and3_1 | 2 |
| xor2_1 | 3 |
| nand4_4 | 2 |
| inv_1 | 2 |
| nor4_1 | 6 |
| mux2_2 | 8 |
| nand4_1 | 10 |
| buf_2 | 2 |
| dfrtp_1 | 26 |
| nor3_1 | 3 |
## report_power, final
group / internal (mW) / switching (mW)
sequential: 0.247 / 0
combinational: 0.00111 / 0.00461
clock: 0.115 / 0.0872
total: 0.364 / 0.0918
## cells in the final DEF (no fill, tap or decap)
cell type         n
clkdlybuf4s50_1  33
dfrtp_1          26
xnor2_1          19
nand4_1          10
nand3_1           8
nand2_1           8
mux2_2            8
clkbuf_8          7
dfstp_2           7
nor4_1            6
nor2_1            4
nor3_1            3
xor2_1            3
and3_1            2
nand4_4           2
inv_1             2
and2_1            2
ha_1              2
and4_1            1
nor4_4            1
and4_2            1
nor4b_1           1
clkinv_2          1
buf_4             1
## state kept, by name, indices dropped and copies added, names as in the netlist
register,cells
count,24
shift,1
sreg,8
## through the flow
stage               hold WS, ps  utilization
detailed placement          501        0.400
finish                      507        0.421
global placement            508        0.400
floorplan                   446            -
CTS                         508        0.421
global route                549        0.421
## per-layer routing
layer,part of all wire,global-route usage,wire length (um),vias up
li1,-,-,-,504
met1,0.49,0.200,1400,514
met2,0.45,0.179,1290,29
met3,0.052,0.0352,147,2
met4,0.0053,0.0131,15,0
met5,0,0,0,-
## path summary, 6_finish.rpt
kind	to	cells after the start	from	slack, ps
worst max-delay path	gpio[15]	1	count[15]	3000
worst min-delay path	count[23]	1	count[23]	510
worst max register to register	count[22]	5	count[0]	3750
worst min register to register	count[23]	1	count[23]	510
max in group asynchronous	sreg[2]	2	rstn	3870
min in group asynchronous	count[5]	2	rstn	1200
## cell type report
type | count | area share
Sequential cell | 33 | 0.419
Tap cell | 67 | 0.0421
Clock inverter | 1 | 0.00252
Timing Repair Buffer | 34 | 0.170
Multi-Input combinational cell | 81 | 0.314
Inverter | 2 | 0.00377
Clock buffer | 7 | 0.0484
No activity file was given, so power comes from the tool's default toggle rates.
